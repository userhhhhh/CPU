**flow/design.v**
```verilog
module predictor(
    input wire clk,
    input wire rst,
    input wire rdy,
    input wire [31 : 0] pc,
    input wire [31 : 0] instr,
    input wire [31 : 0] imm,
    output wire [31 : 0] new_pc
);
    function [31 : 0] gen_new_pc;
        input [31 : 0] pc;
        input [31 : 0] instr;
        input [31 : 0] imm;
        case (instr[6 : 0])
            7'b1101111: gen_new_pc = pc + imm;
            7'b1100111: gen_new_pc = pc + imm;
            7'b1100011: gen_new_pc = pc + imm;
            default: gen_new_pc = pc + 4;
        endcase
    endfunction
    assign new_pc = gen_new_pc(pc, instr, imm);
endmodule
```
**flow/run.sh**
```bash
#!/bin/bash
# OpenROAD 26Q1-2900-gdf79404cd8, Yosys 0.63+post, stock flow scripts
make -C /OpenROAD-flow-scripts/flow DESIGN_CONFIG=/design/flow/config.mk WORK_HOME=/design/flow/orfs finish
```
**flow/config.mk**
```make
export PLATFORM = sky130hd
export DESIGN_NAME = predictor
export DESIGN_NICKNAME = predictor
export VERILOG_FILES = /design/flow/design.v
export SDC_FILE = /design/flow/constraint.sdc
export NUM_CORES = 4
export LEC_CHECK = 1
export CORE_UTILIZATION = 40
```
**flow/constraint.sdc**
```tcl
current_design predictor

set clk_period 12.6
set clk_io_pct 0.2

create_clock -name clk0 -period $clk_period

set non_clock_inputs [all_inputs -no_clocks]
set_input_delay [expr $clk_period * $clk_io_pct] -clock clk0 $non_clock_inputs
set_output_delay [expr $clk_period * $clk_io_pct] -clock clk0 [all_outputs]
```
==> impl_metrics.csv <==
group,metric,value,unit
timing,worst_slew_pin_slew,0.5754,ns
power_and_ir_drop,vdd_drop_max,0.02186,mV
global_routing,track_usage,23.61,%
timing,period_needed,8.131,ns
floorplanning,row_count,29,
clock_tree,hold_buffers,0,
power_and_ir_drop,finalPower,0.1492,mW
min_path,hp-class,"in2out",
finish,seq_cells,0,
synth,seq_area_frac_synth,0,%
synth,netlist_area,0.002736,mm^2
min_path,hold_path_depth,4,
finish,seqCellArea,0,um^2
global_routing,antenna_found_initial,0,
global_routing,grt_first_pass_wirelength,13.86,mm
timing,setup-tns-final,0,ns
job,openroad.warnings,61,
placement,dp_hpwl,7.011,mm
placement,place_inst,580,
synth,synth-area-yosys,0.002736,mm^2
timing,min_period_over_period,64.53,%
detailed_routing,wirelength,8.457,mm
global_routing,grt-ovfl-total,0,
finish,final_cell_count_no_fill,580,
floorplanning,die.size.y,84.71,um
placement,portBuffers,103,
worst_setup_path,worst_path_max_delay_cell,"clkdlybuf4s50_1",
detailed_routing,ant_nets,0,
placement,routabilityCongestion,0.9189,
power_and_ir_drop,p_per_area,39.49,mW/mm^2
detailed_routing,drc,0,
clock_tree,post_cts_buffers,0,
floorplanning,die_area,0.007176,mm^2
detailed_routing,vias_per_cell,5.616,
worst_setup_path,crit_type,"in2out",
floorplanning,fp-utilization,42.37,%
finish,area_growth,38.09,%
floorplanning,die_w,84.71,um
synth,synthCells,418,
detailed_routing,drt_first_iter_violations,250,
worst_setup_path,max_stage_delay,0.47,ns
worst_setup_path,cp.arrival,5.61,ns
power_and_ir_drop,p_leak,1.535,nW
worst_setup_path,path_cells,"clkdlybuf4s50_1 > ha_1 > fa_1 > a211oi_2 > o211ai_1 > a22oi_2 > a21oi_2 > a211o_1 > mux2i_1 > o21a_1 > clkdlybuf4s50_1",
timing,final-max-slew-violation-count,0,
synth,yosysWarnings,1,
clock_tree,ctsResizeCount,0,
timing,rsz0062_at_grt,"no",
min_path,hold_start,"pc[0]",
job,maxCapViolations,0,
global_routing,grt_pass1_vias,2896,
finish,design_area,0.003779,mm^2
worst_setup_path,crit_fanout,3,
finish,layout_top_cells,"clkdlybuf4s50_1, nand2_1, a21oi_1, o21ai_0, ha_1",
synth,synthDistinctLibCells,53,
min_path,whs_endpoint,"new_pc[0]",
placement,dpl_cell_area,0.003779,mm^2
synth,ys_cells,418,
detailed_routing,wl_per_cell,14.58,um
run_status,status,"completed",
global_routing,grt_max_degree,58,
floorplanning,pin_count,131,
finish,mostFrequentLayoutCell,"clkdlybuf4s50_1",
worst_setup_path,end_kind,"output pin",
worst_setup_path,critPathRequiredTime,10.08,ns
timing,fmax,0.1230,GHz
detailed_routing,n_antenna_cell,0,
timing,slew_headroom,61.29,%
synth,synth_area_per_cell,6.546,um^2
worst_setup_path,worstSetupStartpointType,"input port",
finish,drive_above_1_share,4.374,%
worst_setup_path,cp_common_cell,"clkdlybuf4s50_1",
finish,nClkBuffers,0,
detailed_routing,vias,3257,
timing,hold_viol_final,0,
timing,setup_viol,0,
floorplanning,core,0.006459,mm^2
detailed_routing,dr.pass1.iters,7,
[kinds of logic (layout without fill, tap and decap cells)]
group                      after synthesis  after routing  synth area share [%]
adders and majority gates               33             33                 15.36
AOI/OAI and AO/OA                      135            135                 32.05
xor gates and xnor gates                54             54                 17.28
buffers and inverters                   25            110                 4.389
muxes                                    6              6                 2.195
and+or+nand+nor                        165            165                 28.72
[synth_stat cells, types with 3 or more instances]
cell | n | area, um^2
nand3_1 | 21 | 105.1
nand2b_1 | 3 | 18.77
nor4_1 | 5 | 31.28
xnor2_1 | 28 | 245.2
o21bai_1 | 6 | 45.04
a21o_1 | 10 | 75.07
nand2_1 | 69 | 259.0
buf_2 | 7 | 35.03
a21oi_1 | 38 | 190.2
ha_1 | 32 | 400.4
inv_1 | 5 | 18.77
and2_1 | 7 | 43.79
a211oi_1 | 5 | 37.54
mux2i_1 | 6 | 60.06
a21oi_2 | 3 | 26.28
nor2b_1 | 3 | 18.77
xor2_1 | 26 | 227.7
a21boi_0 | 3 | 22.52
nor2_1 | 25 | 93.84
o211ai_1 | 5 | 37.54
o21ai_1 | 7 | 35.03
nand4_1 | 15 | 93.84
and3_1 | 8 | 50.05
o21ai_0 | 34 | 170.2
a211oi_2 | 3 | 37.54
clkbuf_1 | 6 | 22.52
[layout make-up]
type / instances / area, um^2
fillers: 597 / 2680
multi-input cells: 393 / 2621
repair buffers: 104 / 1039
well taps: 77 / 96.34
inverters: 6 / 22.52
[metal layers]
layer,vias to the layer above,GRT usage [%],routed length [um]
met1,1458,38.42,4453
met3,2,1.195,439
met5,-,0,0
met4,0,0,2
met2,95,36.59,3562
li1,1702,-,-
[worst max-delay path by stage]
stage | startpoint | to | slack [ns] | cells past startpoint
finish | pc[0] | new_pc[30] | 4.47 | 11
CTS | pc[0] | new_pc[22] | 4.47 | 11
global route | pc[0] | new_pc[22] | 4.30 | 11
[worst max-delay path, delay by kind of cell]
kind / cells / cell delay [ns]
AND-OR/OR-AND: 6 / 1.31
multiplexers: 1 / 0.17
buffers and inverters: 2 / 0.90
adder cells (fa/ha/maj): 2 / 0.71
[per-stage QoR]
step	hold slack [ns]	utilization, %	setup WS (ns)
4_1_cts	5.985	58.50	4.467
3_3_place_gp	5.974	58.50	4.472
3_5_place_dp	5.979	58.50	4.481
6_report	5.980	58.50	4.469
2_1_floorplan	5.063	-	5.673
5_1_grt	6.027	58.50	4.302
[where the power goes]
group | switching [mW] | total [mW] | internal (mW) | leakage, nW
registers | 0 | 0 | 0 | 0
logic | 0.0738 | 0.149 | 0.0754 | 1.54
clock network | 0 | 0 | 0 | 0
Power and IR drop assume default switching activity.
